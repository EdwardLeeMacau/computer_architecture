`design/flow/design.v`:
```
module Registers
(
    rst_i,
    clk_i,
    RS1addr_i,
    RS2addr_i,
    RDaddr_i, 
    RDdata_i,
    RegWrite_i, 
    RS1data_o, 
    RS2data_o 
);
input               rst_i;
input               clk_i;
input   [4:0]       RS1addr_i;
input   [4:0]       RS2addr_i;
input   [4:0]       RDaddr_i;
input   [31:0]      RDdata_i;
input               RegWrite_i;
output  [31:0]      RS1data_o; 
output  [31:0]      RS2data_o;
integer i;
reg signed [31:0]      register        [0:31];
assign  RS1data_o = (RS1addr_i == RDaddr_i && RegWrite_i)? RDdata_i : register[RS1addr_i];
assign  RS2data_o = (RS2addr_i == RDaddr_i && RegWrite_i)? RDdata_i : register[RS2addr_i];
always@(posedge clk_i or negedge rst_i) begin
    if (~rst_i) begin
        for (i=0; i<32; i++) begin
            register[i] <= 32'b0;
        end
    end
    else if(RegWrite_i && RDaddr_i != 5'b0) begin
        register[RDaddr_i] <= RDdata_i;
    end
end
endmodule 
```
`design/flow/run.sh`:
```
#!/bin/bash
# OpenROAD 26Q1-2900-gdf79404cd8, Yosys 0.63+post, stock flow scripts
make -C /OpenROAD-flow-scripts/flow DESIGN_CONFIG=/design/flow/config.mk WORK_HOME=/design/flow/orfs finish
```
`design/flow/config.mk`:
```
export PLATFORM = sky130hd
export DESIGN_NAME = Registers
export DESIGN_NICKNAME = Registers
export VERILOG_FILES = /design/flow/design.v
export SDC_FILE = /design/flow/constraint.sdc
export NUM_CORES = 4
export LEC_CHECK = 1
export CORE_UTILIZATION = 40
```
`design/flow/constraint.sdc`:
```
current_design Registers

set clk_period 12.1
set clk_io_pct 0.2

create_clock -name clk0 -period $clk_period [get_ports {clk_i}]

set non_clock_inputs [all_inputs -no_clocks]
set_input_delay [expr $clk_period * $clk_io_pct] -clock clk0 $non_clock_inputs
set_output_delay [expr $clk_period * $clk_io_pct] -clock clk0 [all_outputs]
```
==> impl_metrics.env <==
# source this file to load flow results
export IMPL_antenna_found_initial=29
export IMPL_ys_ff=1024
export IMPL_rsz0062_at_grt="false"
export IMPL_grt_start_max_net_pins=115
export IMPL_reg_top3="register: 1024 flops"
export IMPL_grt_pass1_wl_um=410000
export IMPL_final_util_pct=46.5
export IMPL_drt_total_wl_um=304000
export IMPL_rows=132
export IMPL_syn_area_mm2=0.0528
export IMPL_r2r_end="register[19][26]"
export IMPL_tightest_slew_ps=1210
export IMPL_placed_area_mm2=0.0564
export IMPL_cts_root_buf="clkbuf_16"
export IMPL_htree_num_levels=3
export IMPL_grt_pass1_vias=46600
export IMPL_ctsHoldBuffers=0
export IMPL_crit_path_top_delay_cell="clkdlybuf4s50_1"
export IMPL_fin_worst_skew_ps=0
export IMPL_required_ps=9680
export IMPL_core_area_mm2=0.130
export IMPL_drive_above_1_share_pct=33.9
export IMPL_hold_depth=0
export IMPL_yosysWarnings=2
export IMPL_ir_worst_vdd_uv=131
export IMPL_syn_to_final_growth_pct=14.7
export IMPL_regMostFlops="register"
export IMPL_pre_cts_ws_ps=2940
export IMPL_cpLargestDelayFamily="buffers and inverters"
export IMPL_hold_end="register[0][21]"
export IMPL_relSlewSlack_pct=18.9
export IMPL_vias=48200
export IMPL_worstPathArrival_ps=7130
export IMPL_warnings=41
export IMPL_startpoint_type="input pin"
export IMPL_numCtsBuffers=116
export IMPL_io_pins=114
export IMPL_synth_edff_count=0
export IMPL_synthDistinctLibCells=78
export IMPL_cp_max_fo=28
export IMPL_max_cap_violations=0
export IMPL_drt_iter0_markers=6182
export IMPL_crit_type="input pin to primary output"
export IMPL_tritoncts="done"
export IMPL_place_gp_congestion=1.04
export IMPL_dp_hpwl_um=185000
export IMPL_leakage_uw=0.0267
export IMPL_avgViaCountPerCell=7.45
export IMPL_min_period_ps=9550
export IMPL_fin_ws_ps=2550
export IMPL_detail_route_antenna_nets=0
export IMPL_crit_chain="clkdlybuf4s50_1 > xor2_1 > nor4_1 > and3_2 > buf_4 > nor2_1 > buf_4 > a31oi_1 > clkdlybuf4s50_1"
export IMPL_chipWidth_um=365
export IMPL_drc=0
export IMPL_largest_register_ffs=1024
export IMPL_cts_reportedPaths_clkPinSlew_ps=50
export IMPL_gr_total_overflow=0
export IMPL_wl_per_cell_um=47.1
export IMPL_finalSetupViolations=0
export IMPL_finalClockPeriodUsage_pct=78.9
export IMPL_die_h_um=365
export IMPL_clkSinkCount=1024
export IMPL_async_flop_share_pct=100
export IMPL_reg2reg_depth=1
export IMPL_critPathBufInv=4
export IMPL_flop_cell="dfrtp_1"
export IMPL_powerDensity_mw_per_mm2=165
export IMPL_critPathMaxStageDelay_ps=1040
export IMPL_ys_seq_share_pct=48.6
export IMPL_syn_area_per_cell_um2=11.5
export IMPL_post_cts_buffers=0
export IMPL_yosys_area_mm2=0.0528
export IMPL_final_setup_tns_ps=0
export IMPL_fin_hold_ws_ps=388
export IMPL_fmax_ghz=0.105
export IMPL_reg2reg_slack_ps=11080
export IMPL_hold_start="register[0][21]"
export IMPL_post_cts_resized=0
export IMPL_port_buffers=113
export IMPL_dieArea_mm2=0.133
export IMPL_track_usage_pct=47.7
export IMPL_fp_util_pct=40.6
export IMPL_hold_viol_final=0
export IMPL_fin_area_mm2=0.0605
export IMPL_yosys_cells=4588
export IMPL_status="completed"
export IMPL_timing_final_max_slew_violations=0
export IMPL_drt_first_pass_iters=9
export IMPL_syn_instance_count=4588
export IMPL_endpoint_kind="primary output"
export IMPL_worstReg2RegStart="register[19][26]"
export IMPL_hold_class="register to register"
export IMPL_ctsLongestPathBuffers=3
export IMPL_insertion_delay_ps=740
report_power, final:
part	total [µW]	switching (µW)	internal, µW
combinational	1470	738	729
sequential	4760	692	4070
clock	3780	1600	2170
total	10000	3040	6970
cells in the mapped netlist (5+ instances only):
master     instances  area [µm²]
a2111oi_0         84         736
a211oi_1          11        82.6
a21oi_1           53         265
a221oi_1          41         359
a222oi_1           5        50.1
a22o_1            40         350
a22oi_1          639        4800
a2bb2oi_1          6        52.6
a31oi_1           17         106
a32oi_1           13         114
and3_1           275        1720
and3b_1            5        43.8
buf_1             37         139
buf_2            167         836
buf_4             14         105
buf_6             16         180
clkbuf_1         257         965
dfrtp_1         1024       25600
inv_1              7        26.3
mux2_1             9         101
mux2_2           988       11100
mux2i_1           20         200
nand2_1          160         601
nand2b_1          13        81.3
nand3_1          112         561
nand3b_1          12        90.1
nand4_1          107         669
nor2_1            63         236
nor2_2            26         163
nor2b_1           17         106
nor3_1            30         150
nor3b_1           10        75.1
nor4_1            69         432
o21ai_0           89         445
o21ai_1           32         160
or3_1             33         206
xor2_1             8        70.1
placed cells by master, fill, tap and decap left out, types with 17 or more instances in the layout:
cell,count
dfrtp_1,1024
mux2_2,988
a22oi_1,639
and3_1,273
buf_4,253
nand2_1,149
clkbuf_16,116
nand3_1,110
nand4_1,107
clkdlybuf4s50_1,102
o21ai_0,89
a2111oi_0,83
nor2_4,69
nor4_1,68
a21oi_1,53
diode_2,45
a221oi_1,41
a22o_1,40
or3_1,32
o21ai_1,32
nor3_1,26
clkinv_2,23
nor2_1,21
clkbuf_8,21
mux2i_1,20
a31oi_1,17
cell families (layout without fill, tap and decap cells):
| logic type | after synthesis | count (layout) | share of synthesized area, % |
|---|---|---|---|
| simple gates | 976 | 976 | 10.5 |
| flops | 1024 | 1024 | 48.6 |
| xor+xnor | 10 | 10 | 0.166 |
| mux | 1017 | 1017 | 21.7 |
| compound gates | 1063 | 1063 | 14.8 |
| buf+inv | 498 | 587 | 4.27 |
| other cells | 0 | 45 | 0 |
per-layer routing:
layer | GRT usage, % | up-vias | wire length, µm
li1 | - | 17700 | -
met1 | 61.4 | 24400 | 109000
met2 | 61.1 | 4532 | 119000
met3 | 30.7 | 1491 | 52200
met4 | 26.1 | 38 | 23400
met5 | 3.05 | - | 714
worst max path at each step:
stage                        from      endpoint  cells past startpoint  slack (ps)
final                 RDaddr_i[0]  RS2data_o[6]                      9        2550
after global routing  RDaddr_i[0]  RS2data_o[6]                      9        2700
after CTS             RDaddr_i[0]  RS2data_o[6]                      9        2900
per-stage QoR:
step	power (µW)	cells
finish	10000	6464
global route	10300	6424
CTS	9930	6419
detailed placement	6190	6209
global placement	6170	6208
floorplan	5330	4588
final cells by class:
class	instances	area [µm²]
fill	11900	69600
timing repair buffer	370	3060
multi-input combinational	3066	25500
antenna	45	113
inverter	7	26.3
clock buffer	150	3240
tap	1742	2180
sequential	1024	25600
clock inverter	60	786
Power figures rest on the tool's default switching activity, not on a simulated workload.
