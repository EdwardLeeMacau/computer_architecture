File: /design/flow/config.mk
export PLATFORM = sky130hd
export DESIGN_NAME = ID2EX_Register
export DESIGN_NICKNAME = ID2EX_Register
export VERILOG_FILES = /design/flow/design.v
export SDC_FILE = /design/flow/constraint.sdc
export NUM_CORES = 4
export LEC_CHECK = 1
export CORE_AREA = 10 10 170 170
export DIE_AREA = 0 0 180 180
File: /design/flow/design.v
module ID2EX_Register
(
    input               clk_i,
    input               rst_i,
    input               RegWrite_i,
    input               MemtoReg_i,
    input               MemRead_i,
    input               MemWrite_i,
    input  [2:0]        ALUOp_i,
    input               ALUSrc_i,
    input  [31:0]       RS1data_i,
    input  [31:0]       RS2data_i,
    input  [31:0]       instruction_i,
    input  [31:0]       imm_ext_i,
    output              RegWrite_o,
    output              MemtoReg_o,
    output              MemRead_o,
    output              MemWrite_o,
    output [2:0]        ALUOp_o,
    output              ALUSrc_o,
    output [31:0]       RS1data_o,
    output [31:0]       RS2data_o,
    output [31:0]       instruction_o,
    output [31:0]       imm_ext_o
);
reg                 RegWrite = 1'b0;
reg                 MemtoReg = 1'b0;
reg                 MemRead  = 1'b0;
reg                 MemWrite = 1'b0;
reg  [2:0]          ALUOp;
reg                 ALUSrc   = 1'b0;
reg  [31:0]         RS1data = 32'b0;
reg  [31:0]         RS2data = 32'b0;
reg  [31:0]         instruction = 32'b0;
reg  [31:0]         imm_ext = 32'b0;
assign    RegWrite_o = RegWrite;
assign    MemtoReg_o = MemtoReg;
assign     MemRead_o = MemRead;
assign    MemWrite_o = MemWrite;
assign       ALUOp_o = ALUOp;
assign      ALUSrc_o = ALUSrc;
assign     RS1data_o = RS1data;
assign     RS2data_o = RS2data;
assign instruction_o = instruction;
assign     imm_ext_o = imm_ext;
always@(posedge clk_i or negedge rst_i) begin
    if (~rst_i) begin
        RegWrite <= 1'b0;
        MemtoReg <= 1'b0;
        MemRead <= 1'b0;
        MemWrite <= 1'b0;
        ALUOp <= 2'b0;
        ALUSrc <= 1'b0;
        RS1data <= 32'b0;
        RS2data <= 32'b0;
        instruction <= 32'b0;
        imm_ext <= 32'b0;
    end
    else begin
        RegWrite <= RegWrite_i;
        MemtoReg <= MemtoReg_i;
        MemRead <= MemRead_i;
        MemWrite <= MemWrite_i;
        ALUOp <= ALUOp_i;
        ALUSrc <= ALUSrc_i;
        RS1data <= RS1data_i;
        RS2data <= RS2data_i;
        instruction <= instruction_i;
        imm_ext <= imm_ext_i;
    end
end
endmodule
File: /design/flow/run.sh
#!/bin/bash
# OpenROAD 26Q1-2900-gdf79404cd8, Yosys 0.63+post, stock flow scripts
make -C /OpenROAD-flow-scripts/flow DESIGN_CONFIG=/design/flow/config.mk WORK_HOME=/design/flow/orfs finish
File: /design/flow/constraint.sdc
current_design ID2EX_Register

set clk_period 1.0
set clk_io_pct 0.2

create_clock -name clk0 -period $clk_period [get_ports {clk_i}]

set non_clock_inputs [all_inputs -no_clocks]
set_input_delay [expr $clk_period * $clk_io_pct] -clock clk0 $non_clock_inputs
set_output_delay [expr $clk_period * $clk_io_pct] -clock clk0 [all_outputs]
==> results.tsv <==
metric	value	unit
yosys_cells	136	
fillers	2583	
hpwl	9400	microns
fmax	882	MHz
power_density	1970	nW/um^2
post_cts_buffers	0	
cts-root-buf	clkbuf_16	
fin_ws	-0.134	ns
grt_max_degree	37	
status	complete, but fails checks	
clk_path_buf_depth	2	
path_max_fanout	1	
finalPower	0.0130	W
cpPeakStageDelay	0.39	ns
overflow	0	
die_area	32400	sq um
vias	2264	
critPathRequiredTime	0.80	ns
maxSlewHeadroom	86.2	%
antenna_found_initial	0	
post-route-min-period	1.13	ns
drtPass1Iterations	3	
drtIter0Drc	78	
logic_gate_count	0	
critPathBufInv	1	
synth_cell_types	1	
startpoint_type	flop	
setup_viol	136	
critPathCaptureType	primary output	
fin_setup_tns	-9.21	ns
initCoreUtil	13.5	%
yosysWarnings	1	
drt_wl_total	12000	microns
grt_pass1_wl	18300	microns
port_buffers	273	
area_leaders	dfrtp_1	
critPathTopFamily	flip-flops	
warnings	27	
avgRoutedWirePerCell	15.3	microns
slew_violations	0	
antenna_left	0	
ys.flops	136	
crit_chain	buf_2	
avgSynthCellArea	25.0	sq um
vias_per_cell	2.90	
arrival	0.93	ns
cts_tree	done	
grt.total_usage	7.46	%
final_area	6600	sq um
violations	setup timing	
die_y	180	microns
top_area_cell	dfrtp_1	
antenna_cells	0	
rsz0062_at_grt	yes	
cts.sinks	136	
yosysTopAreaCellShare	100	%
numCtsBuffers	17	
core.rowCount	58	
ir_drop	905	uV
worst_pin_slew	0.206	ns
finalClockPeriodUsage	113	%
io_pins	274	
synth_seq_share	100	%
grt_pass1_vias	2584	
die-width	180	microns
htree_levels	4	
hold_violations	0	
hold_class	input pin to flop	
gp_congestion	0.768	
max_cap_violations	0	
lay_top_cells	dfrtp_1, clkdlybuf4s50_1, buf_2	
logic_area	0	sq um
fp.coreArea	25200	sq um
crit_type	flop to primary output	
area_growth_syn_to_layout	93.9	%
cellLeakagePower	3.02	nW
drc	0	
clkTransAtPathRegs	0.06	ns
crit_slowest_cell	dfrtp_1	
ys_area	3400	sq um
syn_area	3400	sq um
synth_cells	136	
placed_cell_area	6630	sq um
holdWs	0.224	ns
layout-drive-gt1-share	39.3	%
cell usage after synthesis (all sizes together):
cell type and number:
dfrtp 136
state kept, by name (all words and copies together), names as in the netlist:
signal       count
RS1data         32
RS2data         32
imm_ext         32
instruction     32
ALUOp            3
ALUSrc           1
MemRead          1
MemWrite         1
MemtoReg         1
RegWrite         1
routing by layer:
metal	vias up	share of wire, %	GRT usage, %
met3	7	9.2	3.63
li1	1028	-	-
met1	1099	37	8.44
met4	0	1.6	1.22
met5	-	0	0
met2	130	52	12.7
where the power goes:
group          total, W  switching (W)  leakage, nW  internal, W
Clock           0.00622        0.00246        0.291      0.00376
Combinational  0.000950       0.000258         1.15     0.000691
Sequential      0.00583      0.0000572         1.58      0.00578
final cells by class:
class | instances | area (sq um) | share of cell area, %
flip-flops and latches | 136 | 3400 | 51.6
well taps | 330 | 413 | 6.26
repair buffers | 283 | 2200 | 33.3
clock inverters | 13 | 145 | 2.20
clock buffers | 18 | 439 | 6.65
cell families (layout without fill, tap and decap cells):
| logic type | count (synthesis) | in the layout | share of synthesized area (%) |
|---|---|---|---|
| buf+inv | 0 | 314 | 0 |
| flops | 136 | 136 | 100 |
timing repair:
action | in CTS | in global routing
hold endpoints to repair | 136 | 0
endpoints found under the setup margin | 136 | 136
hold buffers | 1 | 0
pin swaps | 0 | 0
resized | 437 | 2
through the flow:
stage               utilization (%)  cells  setup slack [ns]
floorplan                         -    136             0.488
global placement               26.3    746            -0.103
detailed placement             26.3    746            -0.100
CTS                            26.2    780            -0.188
global route                   26.2    780            -0.186
finish                         26.2    780            -0.134
worst paths after layout:
| kind | start | endpoint | slack [ns] | cells past startpoint |
|---|---|---|---|---|
| worst max-delay path | imm_ext[24] | imm_ext_o[24] | -0.13 | 1 |
| worst min-delay path | instruction_i[12] | instruction[12] | 0.22 | 1 |
| max in group asynchronous | rst_i | RS1data[18] | 0.22 | 5 |
| min in group asynchronous | rst_i | instruction[19] | 0.35 | 4 |
Power is estimated from default activity; no workload was simulated.
